**design/flow/design.v**
```verilog
	module aska_spi (
			input clk,    
			input resetn,  
			input SPI_CS,  
			input SPI_Clk,  
			input SPI_MOSI,  
			input [1:0] IC_addr,  
			output reg [31:0] conf0,
			output reg [31:0] conf1,
			output reg [31:0] ele1,
			output reg [31:0] ele2
			);
		reg [39:0] Rx_data_temp;
		always @(posedge SPI_Clk or negedge resetn) begin
			if (resetn == 1'b0) begin
                Rx_data_temp <= 0;				
			end else begin
                if (SPI_CS == 1'b0) begin                   
                    Rx_data_temp <= {Rx_data_temp[38:0],SPI_MOSI};	                                        
                end
			end		
		end
        reg [5:0] Rx_count;
        always @(posedge SPI_Clk or posedge SPI_CS) begin
			if (SPI_CS == 1'b1) begin
				Rx_count <= 5'b0_0000;                
			end else begin
                Rx_count <= Rx_count + 1;
			end		
		end
		wire [1:0] IC_addr_received;
		assign IC_addr_received = Rx_data_temp[39:38];
		wire IC_selected;
		assign IC_selected = (IC_addr == IC_addr_received) ? 1'b1 : 1'b0;
        wire [1:0] addr;
		assign addr = Rx_data_temp[33:32];
		reg [31:0] conf0_asyn;
		reg [31:0] conf1_asyn;
		reg [31:0] ele1_asyn;
		reg [31:0] ele2_asyn;
        always @(posedge SPI_CS or negedge resetn) begin
            if (resetn == 1'b0) begin
				conf0_asyn <= 0;
				conf1_asyn <= 0;
				ele1_asyn <= 0;
				ele2_asyn <= 0;                
            end else begin
                if (Rx_count == 40 && IC_selected) begin 
					case (addr)
						2'b00 : conf0_asyn <= Rx_data_temp[31:0];
						2'b01 : conf1_asyn <= Rx_data_temp[31:0];
						2'b10 : ele1_asyn <= Rx_data_temp[31:0];
						2'b11 : ele2_asyn <= Rx_data_temp[31:0];  						
					endcase                                                      
                end                
            end
        end
		reg [31:0] conf0_meta;
		reg [31:0] conf1_meta;
		reg [31:0] ele1_meta;
		reg [31:0] ele2_meta;
		always @(posedge clk or negedge resetn) begin
			if (resetn == 1'b0) begin
				conf0 <= 0;
				conf0_meta <= 0;
				conf1 <= 0;
				conf1_meta <= 0;
				ele1 <= 0;
				ele1_meta <= 0;
				ele2 <= 0;
				ele2_meta <= 0;
			end else begin
				conf0_meta <= conf0_asyn;
				conf0 <= conf0_meta;
				conf1_meta <= conf1_asyn;
				conf1 <= conf1_meta;
				ele1_meta <= ele1_asyn;
				ele1 <= ele1_meta;
				ele2_meta <= ele2_asyn;
				ele2 <= ele2_meta;
			end
		end
	endmodule
```
**design/flow/run.sh**
```bash
#!/bin/bash
# OpenROAD 26Q1-2900-gdf79404cd8, Yosys 0.63+post, stock flow scripts
make -C /OpenROAD-flow-scripts/flow DESIGN_CONFIG=/design/flow/config.mk WORK_HOME=/design/flow/orfs finish
```
**design/flow/config.mk**
```make
export PLATFORM = sky130hd
export DESIGN_NAME = aska_spi
export DESIGN_NICKNAME = aska_spi
export VERILOG_FILES = /design/flow/design.v
export SDC_FILE = /design/flow/constraint.sdc
export NUM_CORES = 4
export LEC_CHECK = 1
export CORE_UTILIZATION = 40
```
**design/flow/constraint.sdc**
```tcl
current_design aska_spi

set clk_period 7.9
set clk_io_pct 0.2

create_clock -name clk0 -period $clk_period [get_ports {SPI_CS}]
create_clock -name clk1 -period $clk_period [get_ports {SPI_Clk}]
create_clock -name clk2 -period $clk_period [get_ports {clk}]

set non_clock_inputs [all_inputs -no_clocks]
set_input_delay [expr $clk_period * $clk_io_pct] -clock clk0 $non_clock_inputs
set_output_delay [expr $clk_period * $clk_io_pct] -clock clk0 [all_outputs]
```
==> impl_metrics.py <==
# Synthesis and PnR figures
metrics = {
    "yosys": {
        "synthesis.area_mm2": 0.0130,
        "avgSynthCellArea_um2": 20.2,
        "synth.area.mux_share": 0.146,
        "synth_flops": 430,
        "yosys.area.top_type_share": 0.831,
        "simple_gate_share": 0.00560,
        "synth.area.top_cells": "dfrtp_1, mux2_2, mux2_1",
        "synth-compound-area-share": 0,
        "ys_cells": 641,
        "xor_share": 0.00406,
        "adder_share": 0.00193,
        "synth_seq_share": 0.831,
        "synth_warnings": 1,
        "synth.comb.largest_family": "multiplexers",
        "yosys.area.top_type": "dfrtp_1",
        "synthCells": 641,
        "ys_types": 19,
        "ys_area_mm2": 0.0130,
    },
    "cells_and_area": {
        "drive_above_1_share": 0.243,
        "final_cells": 1276,
        "areaGrowthSynthToFinish_pct": 29.7,
    },
    "floorplanning": {
        "initial_core_util": 0.408,
        "chipWidth_um": 182,
        "chipHeight_um": 182,
        "chipArea_mm2": 0.0331,
        "row_count": 65,
        "fp.coreArea_mm2": 0.0317,
        "ioPinCount": 135,
    },
    "placed_design": {
        "dp_slack_ps": 3590,
        "hpwlAfterDp_mm": 11.9,
        "place_congestion": 0.757,
        "numPlacedInstances": 1165,
        "portBuffers": 132,
    },
    "timing": {
        "skew_ps": 8.50,
        "drv_slew": 0,
        "slew_headroom": 0.494,
        "rsz0062_at_grt": "no",
        "setup_ws_ps": 3410,
        "setup_tns_ps": 0,
        "hold_viol_final": 0,
        "setup_viol": 0,
        "tightest_slew_ps": 759,
    },
    "worst_setup_path": {
        "crit_chain": "clkbuf_16 -> clkbuf_16 -> clkbuf_16 -> mux2_2",
        "r2r_cells": 7,
        "required_ps": 8090,
        "critPathSlowestCell": "mux2_2",
        "crit_start": "SPI_CS",
        "crit_buf_inv": 3,
        "regToRegSetupSlack_ps": 5860,
        "cp_slowest_stage_delay_ps": 270,
        "cp.arrival_ps": 4680,
        "critical_path_class": "clk -> reg",
        "critPathMaxFanout": 6,
        "reg2reg_to": "conf0_asyn[18]$_DFFE_PN0P_",
        "worstSetupStartpointType": "clock port",
        "worstReg2RegStart": "Rx_count[0]$_DFF_PP0_",
        "cp_top_family": "buffers and inverters",
        "cp_common_cell": "clkbuf_16",
        "end_kind": "register",
    },
    "detailed_routing": {
        "routed-via-count": 5870,
        "drtIter0Drc": 220,
        "drc": 0,
        "routedWlPerCell_um": 17.7,
        "postRouteAntennaNets": 0,
        "antennaDiodeCount": 0,
        "dr.pass1.iters": 4,
        "viasPerCell": 4.60,
        "wl_mm": 22.5,
    },
    "grt": {
        "globalRouteOverflowTotal": 0,
        "grt_util_all_layers": 0.159,
        "antenna_found_initial": 0,
        "grt_start_max_net_pins": 128,
        "grt_pass1_vias": 6790,
        "grt_pass1_wl_mm": 37.4,
    },
    "clocking": {
        "cts_resized": 0,
        "cts_setup_buffers": 0,
        "clkTransAtPathRegs_ps": 80,
        "hold_buffers": 0,
        "tritoncts": "done",
    },
    "power_and_ir_drop": {
        "power_leakage_nw": 7.55,
        "vdd_drop_max_mv": 0.218,
        "powerDensity_mw_per_mm2": 476,
    },
    "worst_hold_path": {
        "whs_path_depth": 4,
        "hold_end": "Rx_data_temp[36]$_DFFE_PN0N_",
        "hold_class": "clk -> reg",
        "hp-start": "SPI_CS",
    },
    "job": {
        "tool_warnings": 71,
        "drv_cap": 0,
    },
    "status": {
        "status": "finished clean",
    },
}
[state kept, by name, summed over array words and instances, names as in the netlist]
register      flops
ele2             32
ele1_asyn        32
conf1_meta       32
conf1_asyn       32
Rx_data_temp     40
ele2_meta        32
ele1_meta        32
ele1             32
conf0_meta       32
conf1            32
conf0_asyn       32
conf0            32
ele2_asyn        32
Rx_count          6
[cells by family (layout without fill, tap and decap cells)]
group         Yosys count  after routing
buf+inv                23            256
mux                   168            168
xor+xnor                6              6
flops                 430            430
simple gates           12             12
fa+ha+maj               2              2
[where the power goes]
part | leakage (nW) | switching, W | internal [W]
registers | 5.18 | 0.000531 | 0.00330
logic | 1.19 | 0.000258 | 0.000825
clock network | 1.19 | 0.00115 | 0.00193
[worst max-delay path by stage]
stage                         endpoint  slack (ps)  cells after the start
6_report   Rx_data_temp[4]$_DFFE_PN0N_        3410                      4
5_1_grt    Rx_data_temp[4]$_DFFE_PN0N_        3390                      4
4_1_cts   Rx_data_temp[29]$_DFFE_PN0N_        3400                      4
[synth_stat cells]
cell / count
ha_1: 2
inv_1: 3
buf_2: 6
mux2_2: 100
xor2_1: 4
nor2_1: 3
buf_6: 6
buf_1: 2
and3_1: 1
nand3_1: 3
clkbuf_1: 3
nor3_2: 1
nand4_1: 1
dfrtp_1: 430
xnor2_1: 2
buf_4: 3
nand2_1: 1
and4b_1: 2
mux2_1: 68
[cell usage in the layout, fill, tap and decap left out]
cell / instances
dfrtp_1: 430
clkdlybuf4s50_1: 131
mux2_2: 100
mux2_1: 68
clkbuf_16: 65
buf_4: 9
inv_1: 8
inv_6: 7
clkinv_2: 6
clkbuf_1: 6
clkbuf_8: 6
bufinv_16: 5
xor2_1: 4
clkinv_4: 4
clkinvlp_4: 4
nand3_1: 3
nor2_1: 3
clkinv_1: 3
xnor2_1: 2
and4b_2: 2
ha_1: 2
nand2_1: 1
nor3_2: 1
and3_2: 1
nand4_1: 1
buf_8: 1
buf_12: 1
[worst register-to-register path: cells and delay by family (launching register included)]
kind          cells  cell delay, ps
buf+inv           2             460
simple gates      3             750
fa+ha+maj         1             140
mux               1             390
flops             1             400
[layout make-up]
| type | count | area [um2] |
|---|---|---|
| repair buffers | 142 | 1410 |
| multi-input cells | 188 | 2050 |
| clock inverters | 35 | 340 |
| fillers | 2476 | 14900 |
| inverters | 2 | 7.51 |
| well taps | 402 | 503 |
| clock buffers | 77 | 1730 |
| flip-flops and latches | 430 | 10800 |
[metrics by stage]
step / hold slack [ps] / area (um2) / power [W] / util
finish: 281 / 16800 / 0.00800 / 0.530
detailed placement: 159 / 14700 / 0.00524 / 0.465
floorplan: 331 / 13000 / 0.00433 / -
CTS: 289 / 16800 / 0.00817 / 0.530
global route: 287 / 16800 / 0.00850 / 0.530
global placement: 159 / 14700 / 0.00522 / 0.465
[routing by layer]
layer  up-vias  global-route usage  wire, um
met4         0              0.0706       923
met2       190               0.197      9460
li1       2549                   -         -
met5         -                   0         0
met3        70              0.0771      2020
met1      3061               0.249     10100
Power is estimated from default activity; no workload was simulated.
