==> design/flow/config.mk <==
export PLATFORM = sky130hd
export DESIGN_NAME = aska_npg
export DESIGN_NICKNAME = aska_npg
export VERILOG_FILES = /design/flow/design.v
export SDC_FILE = /design/flow/constraint.sdc
export NUM_CORES = 4
export LEC_CHECK = 1
export CORE_UTILIZATION = 50
==> design/flow/design.v <==
module aska_npg (
    input clk,
    input resetn,
    input [5:0] amplitude,  
    input [11:0] freq,  
    input [2:0] phaseDuration,  
    input [5:0] ramp,  
    input [9:0] ramp_factor,  
    input [7:0] ON_time,  
    input [9:0] OFF_time,  
    input [31:0] electrode1,
    input [31:0] electrode2,
    input enable,
    output reg [31:0] up_switches,   
    output reg [31:0] down_switches,  
    output [5:0] DAC,
    output pulse_active);  
reg [11:0]freq_count;
wire freq_count_ready;
always @(posedge clk or negedge resetn) begin
    if (resetn == 1'b0) begin
        freq_count <= 11'b000_0000_0000;        
    end else begin
        if (enable) begin
            if (freq_count < freq) begin
                freq_count <= freq_count + 1;    
            end else begin
                freq_count <= 11'b000_0000_0000;
            end            
        end
    end
end
assign freq_count_ready = (freq_count == freq && enable) ? 1'b1 : 1'b0;
reg pulse_start;
reg pulse_aux;
always @(posedge clk or negedge resetn) begin
    if (resetn == 1'b0) begin
        pulse_start <= 1'b0;
        pulse_aux   <= 1'b0;
    end else begin
        if (freq_count_ready == 1'b1) begin
            pulse_aux <= 1'b1;           
        end else begin
            pulse_aux <= 1'b0;
        end
        pulse_start <= pulse_aux;
    end
end
reg [2:0] phase_up_count;
reg phase_up_state;
wire phase_up_count_ready;
always @(posedge clk or negedge resetn) begin
    if (resetn == 1'b0) begin
        phase_up_count <= 3'b000;        
        phase_up_state <= 1'b0;
    end else begin
        if (pulse_start) begin
            phase_up_state <= 1'b1;
            phase_up_count <= phase_up_count + 1;
        end else if (phase_up_state == 1'b1) begin
            if (phase_up_count < phaseDuration) begin
                phase_up_count <= phase_up_count + 1;    
            end else begin
                phase_up_count <= 3'b000;
                phase_up_state <= 1'b0;
            end
        end
    end
end
assign phase_up_count_ready = (phase_up_count == phaseDuration) ? 1'b1 : 1'b0;
reg phase_pause_ready;
always @(posedge clk or negedge resetn) begin
    if (resetn == 1'b0) begin
        phase_pause_ready <= 1'b0;
    end else begin
        if (phase_up_count_ready == 1'b1 && enable == 1'b1) begin
            phase_pause_ready <= 1'b1;    
        end else if (phase_pause_ready == 1'b1) begin
            phase_pause_ready <= 1'b0;
        end
    end
end
reg [2:0] phase_down_count;
reg phase_down_state;
wire phase_down_count_ready;
always @(posedge clk or negedge resetn) begin
    if (resetn == 1'b0) begin
        phase_down_count <= 3'b000;        
        phase_down_state <= 1'b0;
    end else begin
        if (phase_pause_ready) begin
            phase_down_state <= 1'b1;
            phase_down_count <= phase_down_count + 1;
        end else if (phase_down_state == 1'b1) begin
            if (phase_down_count < phaseDuration) begin
                phase_down_count <= phase_down_count + 1;    
            end else begin           
                phase_down_count <= 3'b000;
                phase_down_state <= 1'b0;
            end
        end
    end
end
assign phase_down_count_ready = (phase_down_count == phaseDuration) ? 1'b1 : 1'b0;
always @(*) begin
    if (phase_up_state) begin
        up_switches = electrode1;
        down_switches = electrode2;
    end else if (phase_down_state) begin
        up_switches = electrode2;
        down_switches = electrode1;    
    end else begin 
        up_switches = 0;        
        down_switches = 0;        
    end  
end
assign pulse_active = |up_switches;
reg [2:0] on_off_ctrl;
parameter IDLE = 3'b000;
parameter UP =   3'b001;
parameter ON =   3'b011;
parameter DOWN = 3'b010;
parameter OFF =  3'b110;
wire UP_ready;
wire ON_ready;
wire DOWN_ready;
wire OFF_ready;
wire [5:0] UP_amplitude;
wire [5:0] DOWN_amplitude;
reg [5:0] DAC_cont;
always @(posedge clk or negedge resetn) begin
    if (resetn == 1'b0) begin
        on_off_ctrl <= IDLE;        
        DAC_cont <= 6'b00_0000;
    end else begin
        case (on_off_ctrl)
            IDLE:   if (enable == 1'b0) begin
                        on_off_ctrl <= IDLE;
                        DAC_cont <= 6'b00_0000; 
                    end else begin
                        on_off_ctrl <= UP;
                    end
            UP:     if (enable == 1'b0) begin
                        on_off_ctrl <= IDLE;
                    end else begin
                        if (UP_ready == 1'b1) begin
                            on_off_ctrl <= ON;                            
                        end else begin
                            on_off_ctrl <= UP;
                            DAC_cont <= UP_amplitude; 
                        end
                    end
            ON:     if (enable == 1'b0) begin
                        on_off_ctrl <= IDLE;
                    end else begin
                        if (ON_ready == 1'b1) begin
                            on_off_ctrl <= DOWN;
                        end else begin
                            on_off_ctrl <= ON;
                            DAC_cont <= amplitude; 
                        end    
                    end
            DOWN:   if (enable == 1'b0) begin
                        on_off_ctrl <= IDLE;
                    end else begin
                        if (DOWN_ready == 1'b1) begin
                            on_off_ctrl <= OFF;
                        end else begin
                            on_off_ctrl <= DOWN;
                            DAC_cont <= DOWN_amplitude; 
                        end    
                    end             
            OFF:    if (enable == 1'b0) begin
                        on_off_ctrl <= IDLE;
                    end else begin
                        if (OFF_ready == 1'b1) begin
                            on_off_ctrl <= UP;
                        end else begin
                            on_off_ctrl <= OFF;
                            DAC_cont <= 6'b00_0000; 
                        end    
                    end   
            default: on_off_ctrl <= IDLE;
        endcase
    end
end
assign DAC = pulse_active ? DAC_cont : 6'b00_0000;
reg [5:0] UP_count;
reg [9:0] UP_accumulator;
always @(posedge clk or negedge resetn) begin
    if (resetn == 1'b0) begin
        UP_count <= 6'b00_0000;        
        UP_accumulator <= 10'b00_0000_0000;
    end else begin
        if (enable == 1'b0) begin
            UP_count <= 6'b00_0000;        
            UP_accumulator <= 10'b00_0000_0000;
        end else if (on_off_ctrl == UP) begin            
            if (UP_count < ramp) begin
                if (freq_count_ready == 1'b1) begin
                    UP_count <= UP_count + 1;
                    UP_accumulator <= UP_accumulator + ramp_factor;
                end    
            end else begin
                UP_count <= 6'b00_0000;                
                UP_accumulator <= 10'b00_0000_0000;
            end
        end
    end
end
assign UP_ready = (UP_count == ramp) ? 1'b1 : 1'b0;
assign UP_amplitude = UP_accumulator[9:4];
reg [7:0] ON_count;
always @(posedge clk or negedge resetn) begin
    if (resetn == 1'b0) begin
        ON_count <= 8'b0000_0000;        
    end else begin
        if (enable == 1'b0) begin
            ON_count <= 8'b0000_0000;  
        end else if (on_off_ctrl == ON) begin            
            if (ON_count < ON_time) begin
                if (freq_count_ready == 1'b1) begin
                    ON_count <= ON_count + 1;
                end    
            end else begin
                ON_count <= 8'b0000_0000;                
            end
        end
    end
end
assign ON_ready = (ON_count == ON_time) ? 1'b1 : 1'b0;
reg [5:0] DOWN_count;
reg [9:0] DOWN_accumulator;
always @(posedge clk or negedge resetn) begin
    if (resetn == 1'b0) begin
        DOWN_count <= 6'b00_0000;        
        DOWN_accumulator <= 10'b00_0000_0000;
    end else begin
         if (enable == 1'b0) begin
            DOWN_count <= 6'b00_0000;        
            DOWN_accumulator <= 10'b00_0000_0000;
         end else if (on_off_ctrl == DOWN) begin            
            if (DOWN_count < ramp) begin
                if (freq_count_ready == 1'b1) begin
                    DOWN_count <= DOWN_count + 1;
                    DOWN_accumulator <= DOWN_accumulator + ramp_factor;
                end    
            end else begin
                DOWN_count <= 6'b00_0000;                
                DOWN_accumulator <= 10'b00_0000_0000;
            end
        end
    end
end
assign DOWN_ready = (DOWN_count == ramp) ? 1'b1 : 1'b0;
assign DOWN_amplitude = amplitude - DOWN_accumulator[9:4];
reg [9:0] OFF_count;
always @(posedge clk or negedge resetn) begin
    if (resetn == 1'b0) begin
        OFF_count <= 10'b00_0000_0000;        
    end else begin
        if (enable == 1'b0) begin
            OFF_count <= 10'b00_0000_0000; 
        end else if (on_off_ctrl == OFF) begin            
            if (OFF_count < OFF_time) begin
                if (freq_count_ready == 1'b1) begin
                    OFF_count <= OFF_count + 1;
                end    
            end else begin
                OFF_count <= 10'b00_0000_0000;                
            end
        end
    end
end
assign OFF_ready = (OFF_count == OFF_time) ? 1'b1 : 1'b0;
endmodule
==> design/flow/run.sh <==
#!/bin/bash
# OpenROAD 26Q1-2900-gdf79404cd8, Yosys 0.63+post, stock flow scripts
make -C /OpenROAD-flow-scripts/flow DESIGN_CONFIG=/design/flow/config.mk WORK_HOME=/design/flow/orfs finish
==> design/flow/constraint.sdc <==
current_design aska_npg

set clk_period 7.7
set clk_io_pct 0.2

create_clock -name clk0 -period $clk_period [get_ports {clk}]

set non_clock_inputs [all_inputs -no_clocks]
set_input_delay [expr $clk_period * $clk_io_pct] -clock clk0 $non_clock_inputs
set_output_delay [expr $clk_period * $clk_io_pct] -clock clk0 [all_outputs]
==> reports/metrics.yaml <==
grt-ovfl-total: 0
path_cells: "clkdlybuf4s50_1 > nor4_1 > nand4_1 > o21ai_0 > a21oi_1 > nor4_4 > nor2_1 > clkdlybuf4s50_1"
dpl-instance-area_um2: 9075
warnings: 26
hold_viol_final: 0
hold_path.class: "flop to flop"
gr-usage-all-layers_pct: 28.78
netlist_instances: 784
drtIter0Drc: 402
die_w_um: 120.5
n_antenna_cell: 0
endpoint_kind: "output port"
ios: 193
vias: 6792
grt_pass1_vias: 6506
fin_area_um2: 9388
cts_root_buffer: "clkbuf_16"
finalSetupViolations: 0
slowest_stage: "nor4_4"
syn_avg_cell_area_um2: 8.955
ir_drop_mv: 0.1122
grt_pass1_wl_um: 32550
fmax_ghz: 0.1841
ys_area_um2: 7020
cap_violations: 0
cts.sinks: 84
rsz0062_at_grt: "no"
ys_ff: 84
hpwlAfterDp_um: 15080
yosys_most_used_dff: "dfrtp_1"
fin_crit_ns: 5.431
first_pass_iters: 7
drt-total-wl_um: 19870
postCtsSetupRepairBufs: 0
criticalPathCategory: "primary input to output port"
yosys.area.top_type: "dfrtp_1"
grt_max_degree: 63
antenna_found_initial: 0
crit_family: "simple AND/OR/NAND/NOR gates"
max_stage_delay_ns: 0.50
crit_path_frequent_cell: "clkdlybuf4s50_1"
tns_ns: 0
crit-reg2reg-launch: "DOWN_count[3]$_DFFE_PN0P_"
port_buffers: 192
drc: 0
cts_tree: "built"
required_ns: 6.16
total_power_mw: 1.616
cts_buffers: 9
drive_above_1_share_pct: 5.274
die-area_um2: 14520
worstPathArrival_ns: 3.89
slew_viol_final: 0
edf_count: 0
antenna_left: 0
synth-async-reset-ratio_pct: 100.0
finClkSkew_ns: 0.007078
worstMarginPinSlew_ns: 0.8752
die_h_um: 120.5
cp_max_fo: 7
max_slew_margin_pct: 41.53
synth_warnings: 1
worst_setup_path_start_kind: "primary input"
synth.distinct_cells: 77
top_area_share_pct: 29.58
core_area_um2: 13450
clkTransAtPathRegs_ns: 0.06
cts_buffer_depth: 2
fp_util_pct: 52.19
syn_area_um2: 7020
holdBufCountCts: 0
hp-start: "pulse_aux$_DFF_PN0_"
wl_per_cell_um: 17.38
area_leaders: "dfrtp_1 (30%), ha_1 (14%), a22o_1 (9.7%)"
post-route-period-util_pct: 70.53
htreeDepth: 3
timing.hold.ws_ns: 0.3566
startpoint: "electrode2[28]"
viasPerCell: 5.942
placementRows: 42
gp_congestion: 0.9166
power.density_nw_per_um2: 172.1
status: "finished, final reports clean"
crit_buf_inv: 2
cts_resized: 0
finish.utilization_pct: 69.78
clk-insertion-delay-late_ns: 0.34
synth_seq_share_pct: 29.96
leakage_nw: 4.140
area.growth.synth_to_final_pct: 33.72
ys_cells: 784
[flip-flops by register name, summed over array words and instances (netlist names)]
name	cells
UP_count	6
DAC_cont	6
DOWN_accumulator	10
phase_up_count	3
phase_pause_ready	1
DOWN_count	6
phase_down_count	3
pulse_start	1
UP_accumulator	10
ON_count	8
phase_up_state	1
OFF_count	10
freq_count	12
pulse_aux	1
phase_down_state	1
on_off_ctrl	5
[synthesized netlist by cell type (5+ instances only)]
library cell,instances
dfrtp_1,83
inv_1,83
a22o_1,78
ha_1,77
nand2_1,41
nor2_1,37
a21oi_1,35
nand3_1,29
o21ai_0,27
o21ai_1,23
nand4_1,20
clkbuf_1,19
xnor2_1,16
nor3_1,15
nor4_1,15
xor2_1,15
a21o_1,14
and3_1,11
nor2b_1,10
nand2b_1,9
o211ai_1,9
o22ai_1,8
mux2i_1,7
buf_2,6
a222oi_1,5
o21a_1,5
o21bai_1,5
o31ai_1,5
or3_1,5
[logic make-up after synthesis]
| kind of cell | count (synthesis) | synth area share [%] |
|---|---|---|
| AOI/OAI and AO/OA | 249 | 26.64 |
| buffers and inverters | 113 | 6.256 |
| and+or+nand+nor | 214 | 16.74 |
| DFF | 84 | 29.96 |
| muxes | 13 | 1.960 |
| xor gates and xnor gates | 31 | 3.867 |
| adders and majority gates | 80 | 14.58 |
[through the flow]
stage                     worst slack [ns]  cells
final                                2.269   1143
after global routing                 2.109   1143
after CTS                            2.265   1143
after global placement               2.328   1127
after detailed placement             2.275   1127
after floorplan                      3.624    784
[cell usage in the layout, fill, tap and decap left out, types with 3 or more instances in the layout]
cell	n
clkdlybuf4s50_1	191
inv_1	83
dfrtp_1	82
a22o_1	78
ha_1	77
nand2_1	41
nor2_1	37
a21oi_1	35
nand3_1	29
o21ai_0	27
o21ai_1	23
nand4_1	20
xnor2_1	16
nor4_1	15
nor3_1	15
xor2_1	15
a21o_1	14
and3_1	11
nor2b_1	9
nand2b_1	9
o211ai_1	9
clkbuf_16	9
o22ai_1	8
mux2i_1	7
or3_1	5
o21bai_1	5
o31ai_1	5
o21a_1	5
a222oi_1	5
buf_4	5
and2_1	4
mux2_2	4
and4_1	3
a41oi_1	3
a22oi_1	3
fa_1	3
[where the power goes]
part	total [mW]	internal, mW	switching [mW]
clock network	0.451	0.270	0.182
registers	0.530	0.485	0.0455
logic	0.635	0.370	0.265
[path summary, 6_finish.rpt]
kind                                                         to  slack (ns)  depth (start not counted)
worst max-delay path                                     DAC[4]        2.27                          8
worst min-delay path                      pulse_start$_DFF_PN0_        0.36                          0
worst max register to register  DOWN_accumulator[9]$_DFFE_PN0P_        4.99                          7
worst min register to register            pulse_start$_DFF_PN0_        0.36                          0
max in group asynchronous              phase_up_state$_DFF_PN0_        5.52                          2
min in group asynchronous       DOWN_accumulator[2]$_DFFE_PN0P_        1.15                          1
[routing by layer]
metal  wire length [um]  vias up  part of all wire, %  track usage (%)
li1                   -     3302                    -                -
met1               8431     3229                   42            41.09
met2               9596      236                   48            47.63
met3               1473       25                  7.4            5.154
met4                369        0                  1.9            5.015
met5                  0        -                    0                0
[final cells by class]
| class | count | area (um^2) |
|---|---|---|
| inverters | 84 | 315.3 |
| flip-flops and latches | 84 | 2105 |
| repair buffers | 196 | 1949 |
| clock inverters | 5 | 60.06 |
| fillers | 998 | 4065 |
| clock buffers | 11 | 252.7 |
| well taps | 176 | 220.2 |
| multi-input cells | 587 | 4486 |
Power figures rest on the tool's default switching activity, not on a simulated workload.
